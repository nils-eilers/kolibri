## design/flow/design.v

```verilog
module clock (
    input MHZ48,             
    input nWAIT,             
    output MHZ12,            
    output reg nQ,           
    output nE
    );
    reg [1:0] counter12;                     
    reg [1:0] counter3;                      
    initial begin                            
        counter12 = 2'b00;
        counter3  = 2'b00;
        nQ = 1'b0;
    end
    assign MHZ12 = counter12[1];             
    assign nE = counter3[1];                 
    always @ (posedge MHZ48)
    begin
        counter12 <= counter12 + 1'b1;       
    end
    always @ (posedge MHZ12)                 
    begin
        if (nWAIT || nE == 1 || nQ == 0)     
            counter3 <= counter3 + 1'b1;
    end
    always @ (posedge counter3[0])           
    begin
        if (counter3[0] == counter3[1])
            nQ <= 1'b1;
        else
            nQ <= 1'b0;
    end
endmodule
module kolibri (
    input       MHZ48,       
    input       nWAIT,       
    output      MHZ12,       
    output      nQ,          
    output      nE,
    input       nRES,        
    inout       [7:0] D,     
    input       [15:0] A,    
    output reg  [19:16] MA,  
    output wire MA14,
    output wire MA15,
    input       RW,          
    output wire nRD,         
    output wire nWR,         
    output wire nROMCS,      
    output wire nRAMCS,      
    output wire nCSR,        
    output wire nCSW,        
    output wire nIOEN,       
    output wire nRD245,      
    output wire WR245,       
    output wire nOPL2,       
    output wire nRTC,        
    output wire nCS8742,     
    output wire nCTRL,       
    output reg  MOSI,        
    output reg  SCLK,
    input       MISO,
    output reg  nSD0,        
    output reg  nSD1,
    output reg  nSPI1,
    output reg  nSPI2,
    output reg  LED0,
    output reg  LED1,
    output reg  TSC,
    input       CD0,
    input       CD1,
    input       WP0,
    input       WP1
);
    clock clock_gen(MHZ48, nWAIT, MHZ12, nQ, nE);
    assign nRD     = nE | ~RW;
    assign nWR     = nE |  RW;
    assign nIOEN   = nE | !(A[15:8] == 8'hFE);
    assign nRTC    = nIOEN |       !(A[7:4] == 4'b0001);     
    assign nCS8742 = nIOEN |       !(A[7:1] == 7'b0010010);  
    assign nOPL2   = nIOEN |       !(A[7:1] == 7'b0010011);  
    assign nCSR    = nIOEN | ~RW | !(A[7:2] == 6'b001010);   
    assign nCSW    = nIOEN |  RW | !(A[7:2] == 6'b001010);   
    assign nRD245  = nIOEN | ~RW | !(A[7:0] == 8'h2C);       
    assign WR245   = nIOEN |  RW | !(A[7:0] == 8'h2C);       
    assign nCTRL   = nIOEN |       !(A[7:4] == 4'b0100);     
    always @(negedge nE or negedge nRES)
    begin
        if (nRES == 0) begin
            nSD0  <= 1;
            nSD1  <= 1;
            nSPI1 <= 1;
            nSPI2 <= 1;
            LED0  <= 0;
            LED1  <= 0;
            TSC   <= 0; 
        end else begin
            if ((A[15:0] == 16'hFE30) && (RW == 0)) 
            begin      
                nSD0  <= D[0];
                nSD1  <= D[1];
                nSPI1 <= D[2];
                nSPI2 <= D[3];
                LED0  <= D[4];
                LED1  <= D[5];
                TSC   <= D[7];
            end
        end
    end
    always @(negedge nE or negedge nRES)
    begin
        if (nRES == 0) begin
            SCLK <= 0;                               
        end else if (A[15:1]==15'b111111100010111) begin
            SCLK <= A[0];
        end
    end
    always @(negedge nE or negedge nRES)
    begin
        if (nRES == 0) begin
            MOSI <= 1;
        end else if (A[15:0] == 16'hFE31 && RW == 0) begin
            MOSI <= D[7];
        end
    end
    assign D[7] = (A[15:0] == 16'hFE31 && RW == 1 && nE == 0) ? MISO : 1'bz;
    assign MA14 = A[14];
    assign MA15 = A[15];
    wire mapped;
    assign mapped = A[15:0] >= 16'h0400 && A[15:0] < 16'hFE00;
    assign nRAMCS = nE |  A[15];              
    assign nROMCS = nE | ~A[15] | ~nIOEN;     
    always @(negedge nE or negedge nRES)
    begin
        if (nRES == 0) begin
            MA[16] <= 0;
            MA[17] <= 0;
            MA[18] <= 0;
            MA[19] <= 0;
        end else if (A[15:0] == 16'hFE31 && RW == 0) begin
            MA[16] <= D[2];
            MA[17] <= D[3];
            MA[18] <= D[4];
            MA[19] <= D[5];
        end
    end
endmodule
```

## design/flow/run.sh

```bash
#!/bin/bash
# OpenROAD 26Q1-2900-gdf79404cd8, Yosys 0.63+post, stock flow scripts
make -C /OpenROAD-flow-scripts/flow DESIGN_CONFIG=/design/flow/config.mk WORK_HOME=/design/flow/orfs finish
```

## design/flow/config.mk

```make
export PLATFORM = sky130hd
export DESIGN_NAME = kolibri
export DESIGN_NICKNAME = kolibri
export VERILOG_FILES = /design/flow/design.v
export SDC_FILE = /design/flow/constraint.sdc
export NUM_CORES = 4
export LEC_CHECK = 1
export CORE_AREA = 10 10 103 103
export DIE_AREA = 0 0 113 113
```

## design/flow/constraint.sdc

```tcl
current_design kolibri

set clk_period 2.0
set clk_io_pct 0.2

create_clock -name clk0 -period $clk_period [get_ports {MHZ48}]

set non_clock_inputs [all_inputs -no_clocks]
set_input_delay [expr $clk_period * $clk_io_pct] -clock clk0 $non_clock_inputs
set_output_delay [expr $clk_period * $clk_io_pct] -clock clk0 [all_outputs]
```

==> ci_impl_report.md <==
### Flow metrics

| Metric | Value |
|---|---|
| Total setup buffers inserted after CTS | `9` |
| Post-DP Area | `1620 um^2` |
| Post-synth seq share | `49.2%` |
| Commonest cells post-synth | `8 x dfrtn_1, 7 x mux2_4, 6 x nor2_1` |
| Mapped cell area | `917 um^2` |
| IO Pins | `64` |
| Top cells by area, synth | `dfrtn_1 22%, dfstp_2 14%, mux2_4 11%, dfxtp_1 6.5%, edfxtp_1 6.5%` |
| Warnings from Yosys | `3` |
| Endpoints left unconstrained | `40` |
| # port buffers | `51` |
| YS chip area | `917 um^2` |
| Synth unique cells | `25` |
| #FFs+latches synth | `18` |
| Top cell area share | `21.8%` |
| Post-place setup slack | `-0.487 ns` |
| Chip Height | `113 um` |
| Mean Syn Cell Area | `12.7 um^2` |
| Main flop type | `dfrtn_1` |
| Status | `aborted with a tool error` |
| Clock Tree Buf Depth | `2` |
| # Cells Yosys | `72` |
| Hpwl dp | `2690 um` |
| Last stage | `4_1_cts` |
| RD Place Congestion | `0.678` |
| Count of unclocked register or latch pins | `16` |
| Area leader, netlist | `dfrtn_1` |
| Root Driver | `clkbuf_8` |
| Log Error | `[error] [KeplerFormal.cpp:679] Workflow failed: Iso has multiple drivers: .MISO0, input17.X0` |
| Rows | `33` |
| H-tree depth | `1` |
| Starting Density | `11.1%` |
| CTS-repair resized insts | `44` |
| Cell count after synthesis | `72` |
| Post-synth EDFFs | `2` |
| CTS Hold Buffers Added | `0` |
| TritonCTS buffer count | `3` |
| Count leader, synth | `dfrtn_1` |
| Synth async-reset ratio | `72.2%` |
| Die width | `113 um` |
-- per-stage QoR --
step           utilization [%]  power [mW]  std cells
2_1_floorplan                -      0.0568         72
3_3_place_gp              19.6       0.132        237
3_5_place_dp              19.6       0.133        237
-- cell families after synthesis --
logic type	Yosys count	synth area share (%)
xor+xnor	2	1.91
mux	13	18.8
simple gates	29	23.5
flops	18	49.3
buf+inv	9	5.73
compound gates	1	0.819
No activity file was given, so power comes from the tool's default toggle rates.
